### config.mk
export PLATFORM = sky130hd
export DESIGN_NAME = project04_wrapper
export DESIGN_NICKNAME = project04_wrapper
export VERILOG_FILES = /design/flow/design.v
export SDC_FILE = /design/flow/constraint.sdc
export NUM_CORES = 4
export LEC_CHECK = 1
export CORE_AREA = 10 10 70 70
export DIE_AREA = 0 0 80 80
### design.v
module project04_al(input logic clk,
                    input logic reset,
                    input logic left, right,
                    output logic la, lb, lc, ra, rb, rc);
	logic s0, l1, l2, l3, r1, r2, r3; 
	logic s0_next, l1_next, l2_next, l3_next, r1_next, r2_next, r3_next;
	assign s0_next = reset | (s0 & ((left & right) | (~left & ~right))) | l3 | r3;
	assign l1_next = ~reset & left & ~right & s0;
	assign l2_next = ~reset & l1;
	assign l3_next = ~reset & l2;
	assign r1_next = ~reset & ~left & right & s0;
	assign r2_next = ~reset & r1;
	assign r3_next = ~reset & r2;
	always_ff@(posedge clk)
	  begin
		s0 <= s0_next;
		l1 <= l1_next;
		l2 <= l2_next;
		l3 <= l3_next;
		r1 <= r1_next;
		r2 <= r2_next;
		r3 <= r3_next;
	  end
	assign la = l1 | l2 | l3;
	assign lb = l2 | l3;
	assign lc = l3;
	assign ra = r1 | r2 | r3;
	assign rb = r2 | r3;
	assign rc = r3;
endmodule
module project04_wrapper(input  logic [2:0] SW,
                    input  logic [0:0] KEY,
                    output logic [7:0] LED);
  project04_al project04_al(.clk(KEY[0]), .reset(SW[0]), .left(SW[2]), .right(SW[1]),
							.la(LED[5]), .lb(LED[6]), .lc(LED[7]), 
							.ra(LED[2]), .rb(LED[1]), .rc(LED[0]));
endmodule
### constraint.sdc
current_design project04_wrapper

set clk_period 1.2
set clk_io_pct 0.2

create_clock -name clk0 -period $clk_period [get_ports {KEY}]

set non_clock_inputs [all_inputs -no_clocks]
set_input_delay [expr $clk_period * $clk_io_pct] -clock clk0 $non_clock_inputs
set_output_delay [expr $clk_period * $clk_io_pct] -clock clk0 [all_outputs]
### run.sh
#!/bin/bash
# OpenROAD 26Q1-2900-gdf79404cd8, Yosys 0.63+post, stock flow scripts
make -C /OpenROAD-flow-scripts/flow DESIGN_CONFIG=/design/flow/config.mk WORK_HOME=/design/flow/orfs finish
==> impl_metrics.tcl <==
# metrics dict for downstream scripts
set metrics [dict create \
    critical_path.max_stage_delay_ns 0.36 \
    antenna_cells 0 \
    warnings 53 \
    synth_area_sq_um 299.0 \
    lay_top_cells "4 x nor2b_1, 4 x buf_2, 4 x dfxtp_2" \
    ioPinCount 12 \
    setup_ws_ns -0.03877 \
    io_buffers 9 \
    ys_ff 7 \
    cp_cell_sequence "or3_1, buf_2" \
    root_buffer "clkbuf_4" \
    fill_cells 393 \
    num_rows 21 \
    clock.latency.late_pin_ns 0.22 \
    fmax_mhz 807.3 \
    place_hpwl_um 529.2 \
    drv_slew 0 \
    initCoreUtil_pct 8.755 \
    synth_cells 28 \
    drive_gt1_share_pct 50.00 \
    antenna_found_initial 0 \
    yosys_warnings 3 \
    drc 0 \
    worst-path-max-fanout 2 \
    peakVddDrop_mv 0.1455 \
    via_count 203 \
    arrival_ns 1.00 \
    p_per_area_mw_per_mm2 1068 \
    post_cts_buffers 0 \
    fin_skew_ns 0.0007695 \
    fin_util_pct 12.93 \
    gp_congestion 0.7445 \
    dieArea_sq_mm 0.006400 \
    endpoint_kind "output port" \
    cts_buffers 3 \
    drtIter0Drc 1 \
    failed_checks "setup timing" \
    regArea_sq_um 145.1 \
    ctsResizeCount 21 \
    cpMaxStageDelayCell "or3_1" \
    syn_area_per_cell_sq_um 10.68 \
    die_w_um 80 \
    clk_path_buf_depth 2 \
    wire_per_inst_um 7.619 \
    track_usage_pct 1.880 \
    fin_crit_ns 1.239 \
    cp-start-kind "flip-flop" \
    grt_pass1_vias 198 \
    yosysCellCount 28 \
    cap_viol_max_count 0 \
    area_growth_pct 47.70 \
    cts_sinks 7 \
    hold_viol 0 \
    core_area_sq_mm 0.003416 \
    grt_start_max_net_pins 5 \
    die_height_um 80 \
    rsz0062_at_grt "yes" \
    comb_area_sq_um 107.6 \
    firstDrtPassIters 2 \
    power.total_uw 471.7 \
    post_drt_via_cell_ratio 2.417 \
    cts_hold_buf 0 \
    cts_tree "done" \
    grt_overflow 0 \
    min_path_type "reg -> reg" \
    p_leak_nw 0.1965 \
    grt_pass1_wl_um 938 \
    wl_um 640 \
    yosys_area_sq_um 299.0 \
    cp.required_ns 0.96 \
    cts.clk_slew.worst_paths_ns 0.04 \
    ys_types 9 \
    finalSetupViolations 2 \
    status "complete, but fails checks" \
    postSynthSeqShare_pct 46.86 \
    htreeDepth 1 \
    period_used_pct 103.2 \
    critical_path_class "reg -> out" \
    ant_nets 0 \
]
cell usage after synthesis:
| library cell | instances | area (sq um) |
|---|---|---|
| and4bb_2 | 2 | 25.02 |
| conb_1 | 1 | 3.750 |
| a2111o_1 | 1 | 11.26 |
| or2_2 | 2 | 12.51 |
| dfxtp_1 | 7 | 140.1 |
| or3_1 | 2 | 12.51 |
| buf_4 | 8 | 60.06 |
| nor2b_1 | 4 | 25.02 |
| xnor2_1 | 1 | 8.760 |
where the power goes:
group / internal, mW / total, mW / switching (mW) / leakage, nW
logic: 0.0328 / 0.0455 / 0.0127 / 0.122
clock network: 0.125 / 0.178 / 0.0534 / 0.0150
registers: 0.243 / 0.248 / 0.00524 / 0.0591
total: 0.400 / 0.472 / 0.0713 / 0.197
final cells by class:
| class | instances | area share, % |
|---|---|---|
| flip-flops and latches | 7 | 32.86 |
| multi-input cells | 14 | 24.36 |
| repair buffers | 13 | 23.80 |
| well taps | 46 | 13.03 |
| clock buffers | 4 | 5.949 |
kinds of logic after synthesis:
logic type             Yosys count  share of synthesized area [%]
other                            1                          1.254
AND/OR/NAND/NOR                 10                          25.10
XOR/XNOR                         1                          2.929
buffers and inverters            8                          20.08
AND-OR/OR-AND                    1                          3.765
flip-flops                       7                          46.86
layer usage:
layer  global-route usage (%)  share of wire (%)  vias up
met2                    2.729                 45        7
met1                    2.007                 42       88
met5                        0                  0        -
met4                    1.585                5.6        0
li1                         -                  -      106
met3                   0.9091                7.3        2
through the flow:
| step | setup TNS, ns | area, sq um | cells | hold WS (ns) | worst slack, ns |
|---|---|---|---|---|---|
| floorplan | 0 | 302.8 | 29 | 0.3116 | 0.2098 |
| global placement | -0.4831 | 420.4 | 80 | 0.4396 | -0.1581 |
| detailed placement | -0.4959 | 420.4 | 80 | 0.4538 | -0.1571 |
| CTS | -0.1475 | 437.9 | 84 | 0.4568 | -0.07837 |
| global route | -0.2131 | 441.7 | 84 | 0.4768 | -0.1099 |
| finish | -0.07293 | 441.7 | 84 | 0.4522 | -0.03877 |
state kept, by name (all words and copies together) (netlist names):
signal / flops
project04_al.l2: 1
project04_al.r1: 1
project04_al.r3: 1
project04_al.l3: 1
project04_al.l1: 1
project04_al.s0: 1
project04_al.r2: 1
path summary, 6_finish.rpt:
check / start / end / slack (ns) / cells after the start
setup / recovery: project04_al.l1 / LED[5] / -0.04 / 2
hold / removal: project04_al.l1 / project04_al.l2 / 0.45 / 1
setup reg to reg: project04_al.l3 / project04_al.s0 / 0.27 / 2
hold reg to reg: project04_al.l1 / project04_al.l2 / 0.45 / 1
worst max-delay path: cells and delay by family (launching register included):
kind	cells	cell delay, ns
simple gates	1	0.36
flops	1	0.30
buf+inv	1	0.12
Power is estimated from default activity; no workload was simulated.
